$ cat /design/flow/design.v
module countonine (
input inpulse,
input rst,
output [3:0]cnt,
output reg outpulse
    );
reg [3:0]count_q, count_d;
assign cnt=count_q;  
always @(count_q) begin
if (count_q == 4'd9) begin count_d=4'd0; outpulse=1'b0; end  
else begin count_d=count_q + 1'b1; outpulse=1'b1; end  
end
always @(posedge inpulse) begin
	if (rst) count_q<=4'b0;  
	else	count_q<=count_d;  
end
endmodule
$ cat /design/flow/run.sh
#!/bin/bash
# OpenROAD 26Q1-2900-gdf79404cd8, Yosys 0.63+post, stock flow scripts
make -C /OpenROAD-flow-scripts/flow DESIGN_CONFIG=/design/flow/config.mk WORK_HOME=/design/flow/orfs finish
$ cat /design/flow/config.mk
export PLATFORM = sky130hd
export DESIGN_NAME = countonine
export DESIGN_NICKNAME = countonine
export VERILOG_FILES = /design/flow/design.v
export SDC_FILE = /design/flow/constraint.sdc
export NUM_CORES = 4
export LEC_CHECK = 1
export CORE_AREA = 10 10 70 70
export DIE_AREA = 0 0 80 80
$ cat /design/flow/constraint.sdc
current_design countonine

set clk_period 1.4
set clk_io_pct 0.2

create_clock -name clk0 -period $clk_period [get_ports {inpulse}]

set non_clock_inputs [all_inputs -no_clocks]
set_input_delay [expr $clk_period * $clk_io_pct] -clock clk0 $non_clock_inputs
set_output_delay [expr $clk_period * $clk_io_pct] -clock clk0 [all_outputs]
==> results.tsv <==
stage	metric	value	unit
worst_setup_path	critPathRequiredTime	1120	ps
clock_tree	clkLatencyLatePin	240	ps
global_routing	first_global_vias	228	
cells_and_area	combGateArea	120	um^2
cells_and_area	drive_gt1_frac	0.541	
clock_tree	clockBufferDepth	2	
worst_setup_path	startpoint_type	flip-flop	
floorplanning	coreArea	3420	um^2
cells_and_area	regMostFlops	count_q	
worst_setup_path	cp_max_fo	2	
yosys	synth_seq_share	0.430	
clock_tree	clkSinkCount	4	
global_routing	grt_max_degree	7	
status	status	completed	
cells_and_area	layout_top_cell	buf_4	
final_timing	finalHoldViolCount	0	
cells_and_area	finish.instance_area	429	um^2
worst_setup_path	critPathMaxStageDelay	310	ps
cells_and_area	regArea	87.6	um^2
cells_and_area	layout_top_cells	5 x buf_4, 4 x buf_6, 3 x clkbuf_4, 3 x dfxtp_2	
yosys	syn_avg_cell_area	9.32	um^2
cells_and_area	largestRegisters	count_q (4)	
drt	wl_per_cell	8.68	um
final_timing	max_freq	718	MHz
drt	dr.pass1.iters	3	
yosys	top_cell_area_share	0.430	
clock_tree	hold_buffers	0	
clock_tree	cts_root_buf	clkbuf_4	
worst_setup_path	cpLargestDelayFamily	flip-flops	
final_timing	period_used_share	0.995	
place	gp_congestion	0.760	
yosys	ys_area	186	um^2
worst_setup_path	end_kind	primary output	
final_timing	tns	0	ps
min_path	hold_class	flip-flop to flip-flop	
floorplanning	fp_util	0.0546	
worst_setup_path	crit_path_top_delay_cell	dfxtp_2	
final_timing	setup_viol	0	
yosys	edf_count	0	
drt	vias	214	
yosys	netlist_area	186	um^2
final_timing	tightest_slew	194	ps
drt	wl	729	um
final_timing	clock-skew-final	4.14	ps
final_timing	rsz0062_at_grt	true	
global_routing	grt_overflow	0	
worst_setup_path	path_class	flip-flop to primary output	
clock_tree	cts_made_buffers	3	
job	maxCapViolations	0	
pwr	pwr_density_cell	766	nW/um^2
job	warnings	28	
final_timing	slew_headroom	0.870	
drt	routed_via_density	2.55	
yosys	synth_cell_types	14	
yosys	area_leaders	dfxtp_1 43%, ha_1 13%, nand4b_1 4.7%	
clock_tree	cts_tree	yes	
yosys	yosysTopAreaCell	dfxtp_1	
place	placed_cells	77	
cells_and_area	final_cell_count_no_fill	84	
cells_and_area	largest_reg_flops	4	
global_routing	grt_usage	0.0225	
place	hpwl	461	um
floorplanning	num_rows	21	
pwr	p_leak	0.000197	uW
place	placed_area	342	um^2
floorplanning	ios	7	
cells_and_area	fillers	400	
drt	route.detailed.drc	0	
place	port_buffers	6	
cells_and_area	area_delta_synth_final	130	%
drt	drt_iter0_markers	16	
final_timing	setup_slack	6.34	ps
place	pre_cts_ws	-128	ps
final_timing	report.final.slew_viol_count	0	
yosys	ys_cells	20	
drt	antenna_left	0	
yosys	ys_async_sr_fraction	0	
global_routing	grt_antenna_before_repair	0	
floorplanning	die-area	6400	um^2
pwr	irDropWorstVdd	0.257	mV
yosys	synthesis.instances	20	
floorplanning	die_h	80	um
global_routing	grt_pass1_wl	1.05	mm
floorplanning	die_width	80	um
worst_setup_path	worst_ep_arrival_time	1110	ps
yosys	dominantRegCellSynth	dfxtp_1	
yosys	yosys_warnings	1	
worst_setup_path	worstPathCellList	inv_2 > ha_4 > nand2_2 > or2_4 > buf_6	
clock_tree	clkSlewWorstSetupHoldPaths	30	ps
worst_setup_path	path_buffers	2	
clock_tree	cts_max_level	1	
yosys	ys_ff	4	
final_timing	period_needed	1390	ps
[logic make-up (layout without fill, tap and decap cells)]
family | after synthesis | after routing | synth area share
AND/OR/NAND/NOR | 10 | 10 | 0.316
flip-flops | 4 | 4 | 0.430
AND-OR/OR-AND | 3 | 3 | 0.101
adder cells (fa/ha/maj) | 2 | 2 | 0.134
buffers and inverters | 1 | 18 | 0.0201
other | 0 | 1 | 0
[cells in the mapped netlist (2+ instances only)]
library cell and number:
ha_1 2, nor2_1 2, dfxtp_1 4, nand2_1 2
[layer usage]
layer | wire length (um) | global-route usage | up-vias
met3 | 165 | 0.0352 | 0
li1 | - | - | 105
met1 | 280 | 0.0194 | 100
met5 | 0 | 0 | -
met2 | 282 | 0.0281 | 9
met4 | 0 | 0.00352 | 0
[worst reg2reg max path, stage by stage, from the launching register on]
cell	delay, ps
dfxtp_2	310
buf_6	110
buf_4	140
or3b_1	380
a31oi_1	180
[final cells by class]
| cell class | instances | share of cell area |
|---|---|---|
| multi-input combinational | 15 | 0.280 |
| timing repair buffer | 14 | 0.315 |
| sequential | 4 | 0.204 |
| tap | 46 | 0.134 |
| clock buffer | 3 | 0.0525 |
| inverter | 1 | 0.00875 |
| antenna | 1 | 0.00583 |
[per-stage QoR]
stage          power [uW]  utilization  hold slack [ps]
3_3_place_gp          177        0.100              533
2_1_floorplan         144            -              349
5_1_grt               352        0.125              563
4_1_cts               333        0.120              548
6_report              329        0.126              532
3_5_place_dp          179        0.100              535
[report_power, final]
group          switching [uW]  internal (uW)  total, uW
clock                    45.1           95.6        141
combinational            24.0           35.1       59.2
sequential               5.79            123        129
total                    75.0            254        329
[path summary, 6_finish.rpt]
check / from / end / slack [ps] / cells after the start
max reg2reg: count_q[2] / count_q[3] / 210 / 4
max: count_q[1] / outpulse / 6 / 5
min reg2reg: count_q[0] / count_q[1] / 530 / 2
min: count_q[0] / count_q[1] / 530 / 2
[timing repair]
action / 4_1_cts / 5_1_grt
resized: 16 / 5
endpoints found under the hold margin: 0 / 0
setup buffers: 3 / 0
pin swaps: 0 / 2
endpoints found under the setup margin: 5 / 3
No activity file was given, so power comes from the tool's default toggle rates.
