### flow/config.mk
export PLATFORM = sky130hd
export DESIGN_NAME = secclk
export DESIGN_NICKNAME = secclk
export VERILOG_FILES = /design/flow/design.v
export SDC_FILE = /design/flow/constraint.sdc
export NUM_CORES = 4
export LEC_CHECK = 1
export CORE_AREA = 10 10 88 88
export DIE_AREA = 0 0 98 98
### flow/constraint.sdc
current_design secclk

set clk_period 3.1
set clk_io_pct 0.2

create_clock -name clk0 -period $clk_period [get_ports {clk}]

set non_clock_inputs [all_inputs -no_clocks]
set_input_delay [expr $clk_period * $clk_io_pct] -clock clk0 $non_clock_inputs
set_output_delay [expr $clk_period * $clk_io_pct] -clock clk0 [all_outputs]
### flow/design.v
module secclk(
input clk,
input rst,
output reg nclk
);
reg [25:0] count_q,count_d;   
always @(count_q) begin
   if (count_q==26'd50_000_000) begin count_d=26'd0; nclk = 1'b1; end  
	else begin count_d=count_q + 1'b1; nclk=1'b0; end   
end
always @(posedge clk) begin
	if (rst) count_q<=26'd0;             
	else	count_q<=count_d;              
end
endmodule
### flow/run.sh
#!/bin/bash
# OpenROAD 26Q1-2900-gdf79404cd8, Yosys 0.63+post, stock flow scripts
make -C /OpenROAD-flow-scripts/flow DESIGN_CONFIG=/design/flow/config.mk WORK_HOME=/design/flow/orfs finish
==> results.txt <==
Status on the layout run. The flow ran to the end, and the final reports show no timing, DRC or antenna violations. Post-synth design cell area landed at 1290 µm². Number of hold buffers added after CTS landed at 0.

Final count of negative-setup-slack endpoints landed at 0. The first global-routing pass estimated 4820 µm of wire. Placer's final routability congestion estimate landed at 0.866. Highest achievable clock rate landed at 382 MHz. Time the worst path needs with I/O delays and setup landed at 2.62 ns. Entering global routing, the biggest net connects 20 pins.

Global-route met3 utilization landed at 1.14%. The average instance in the mapped netlist occupies 8.52 µm². Detailed placement finished with a half-perimeter wire length of 1880 µm.

Number of global-route vias before repair landed at 1038. Number of detailed-routing iterations run before antenna repair landed at 4. Post-synthesis share of cell area spent on xor and xnor gates landed at 9.47%. Of the post-synthesis cell area, the part taken by muxes is 0%. Post-synthesis cell count from yosys landed at 152. The floorplan step set the die height to 98 µm. In this run the number of H-tree levels came out at 1. The largest registers in the layout are count_q (26). Leakage power total landed at 0.445 nW. Among the non-sequential cells, simple AND/OR/NAND/NOR gates take the most area. After global routing, the most crowded layer is met2. VDD sags by at most 0.154 mV. Starting density of the core landed at 21.9%. Across all register-to-register paths, the minimum setup slack is 1.09 ns.

Switching power as a fraction of the total was reported as 18.9%. Die boundary width landed at 98 µm. Per the cell usage report, the commonest logic cells after layout are dfxtp_1, nor2_1, nand4_1.

For the worst setup path, the data arrival time is 2.00 ns. Met2 capacity usage during global routing landed at 8.83%. Using the TritonRoute via totals, the vias-per-cell ratio works out to 4.72. DRC violation count after routing landed at 0.

Timing analysis after detailed placement gives a worst setup slack of 0.813 ns. Final worst-path cycle share landed at 84.5%. Number of slew-limit violations in the final report landed at 0. Number of placed instances with taps included landed at 223. Per the CTS log, the buffer count on the longest clock path is 2. Number of standard cells in the layout, taps in and fillers out landed at 227. The worst setup path is launched from a register. The share of the Yosys chip area taken by registers is 40.2%.

After synthesis, the chip area reported by Yosys is 1290 µm². Total of fill cells in the finished design landed at 635. Sorting the Yosys area breakdown by cell type puts at the top dfxtp_1.

Relative max-transition margin landed at 64.9%. Synthesis warning total landed at 1. The critical path maximum fanout is 7. TritonCTS built the clock tree. Count of final hold-check violations landed at 0. The detailed router placed 1071 vias in this run.

Once routing completed, OpenROAD measured the worst setup slack at 0.480 ns. The worst setup path is of the reg -> out kind. After floorplanning, the core was sized to cover 5920 µm². On met1, the global router reports a usage of 8.05%. Synthesized instance count landed at 152. The floorplan has 28 rows.

The tree is rooted in a clkbuf_8. Internal power of the cells landed at 0.000517 W. The clock reaches the later pin of the worst-skew pair after 0.27 ns.

Antenna repair during routing inserted a diode count of 0. Fraction of final layout cells sized beyond drive strength 1 landed at 5.92%. Count of input and output buffers landed at 2.

Counting flops per register, the top entry is count_q. By area the synthesized netlist is led by dfxtp_1, nand4_1, xor2_1, nor2_1, or3_1. Number of flip-flops under the largest register name landed at 26. Post-cts resize count landed at 0. Setup repair after global routing left no endpoint under its margin.

In this run the layout overhead on the synthesized area is reported as 11.5%. Clock tree synthesis found a total of 26 sinks. The floorplan report gives the top-level pin count as 3. Proportion of power drawn by flip-flops and latches landed at 53.8%. Transition time at the pin with the least slew margin landed at 0.523 ns. Checking hold timing, the worst path is listed with class reg -> reg. In this run the remaining antenna-violating nets after routing total 0. STA classifies the critical path endpoint as an output pin. The total overflow left after global routing is 0.

Area fraction in compound gates after synthesis landed at 8.89%. Tool warning count landed at 26. Net switching power landed at 0.000120 W. Power density normalized to cell area landed at 441 nW/µm². Total wire length landed at 2580 µm. Number of distinct library cells after synthesis landed at 28. Detailed-route iteration 0 reported a violation count of 88. Of the total power, the clock network draws 43.4%. Proportion of power drawn by combinational gates landed at 2.8%.

Once the clock tree was built, the setup fixing pass inserted 0 buffers. The final layout reports a setup TNS of 0 ns. For the worst setup path, the data required time is 2.48 ns. Across the routed clock network, the largest skew measured is 0.00883 ns. On the worst setup and hold paths after CTS, the clock-pin slew comes to 0.09 ns.

Average wire per cell in the routed design landed at 11.3 µm. Total die area landed at 9600 µm². Post-synthesis simple-gate area fraction landed at 34.7%. Post-synthesis register bit count landed at 26. Number of buffers added by the clock tree synthesis step landed at 3. Share of Yosys cell area claimed by the top area cell type landed at 40.2%.

Total global-route track usage over all layers is 5.67%. The tool flagged a number of max-cap violations equal to 0. The number of antenna violations at the first check in global routing was 0. By instance count after routing, the leading logic cell type is dfxtp_1.

For reference, full adder, half adder and majority cells occupy 1.93% of the area reported after synthesis.
==> metrics by stage <==
stage / hold WS (ns) / util, % / total power, W / area [µm²]
2_1_floorplan: 0.447 / - / 0.000362 / 1290
5_1_grt: 0.526 / 24.4 / 0.000668 / 1440
6_report: 0.492 / 24.4 / 0.000637 / 1440
3_3_place_gp: 0.480 / 23.2 / 0.000368 / 1370
3_5_place_dp: 0.479 / 23.2 / 0.000369 / 1370
4_1_cts: 0.493 / 24.4 / 0.000647 / 1440
==> logic make-up after synthesis <==
family / count (synthesis)
xor+xnor: 14
buf+inv: 12
compound gates: 20
flops: 26
simple gates: 78
fa+ha+maj: 2
==> final timing paths <==
check                                             from                     end  cells after the start
worst max register to register   count_q[3]$_SDFF_PP0_  count_q[19]$_SDFF_PP0_                      4
worst max-delay path            count_q[17]$_SDFF_PP0_                    nclk                      4
worst min register to register  count_q[25]$_SDFF_PP0_  count_q[25]$_SDFF_PP0_                      2
worst min-delay path            count_q[25]$_SDFF_PP0_  count_q[25]$_SDFF_PP0_                      2
==> layout make-up <==
type / count / area, µm² / share of cell area (%)
Multi-Input combinational cell: 114 / 712 / 49.3
Sequential cell: 26 / 520 / 36.0
Tap cell: 75 / 93.8 / 6.50
Clock buffer: 3 / 41.3 / 2.86
Clock inverter: 1 / 30.0 / 2.08
Timing Repair Buffer: 3 / 27.5 / 1.91
Inverter: 5 / 18.8 / 1.30
==> power groups by stage <==
stage	Clock (W)	Sequential, W	Combinational, W
5_1_grt	0.000303	0.000344	0.0000213
4_1_cts	0.000286	0.000343	0.0000182
6_report	0.000276	0.000343	0.0000177
==> metal layers <==
| metal | wire, µm | part of all wire [%] | vias to the layer above |
|---|---|---|---|
| met5 | 0 | 0 | - |
| met4 | 23 | 0.89 | 0 |
| met3 | 90 | 3.5 | 2 |
| met2 | 1130 | 44 | 11 |
| met1 | 1330 | 52 | 497 |
| li1 | - | - | 561 |
==> critical path, stage by stage, from the launching register on <==
cell and delay (ns):
dfxtp_1 0.43, and4_1 0.26, nand3_1 0.19, nor3_1 0.32, clkdlybuf4s50_1 0.53
==> cells in the mapped netlist <==
library cell   n
nor2b_1        1
nor4b_1        1
nand3_4        1
nor2_1        17
inv_1          5
clkbuf_1       3
nor3_1         2
xor2_1         9
o21ai_0        7
a21oi_1        9
ha_1           2
and3_1         4
or4_1          5
nand2_1        9
and4_2         1
o31ai_1        3
dfxtp_1       26
nand3_1        7
o31ai_2        1
or3_1          8
nand4_1       13
xnor2_1        5
nand4_2        1
nor4_1         4
and2_1         1
buf_2          2
and4_1         3
buf_6          2
Power is estimated from default activity; no workload was simulated.
