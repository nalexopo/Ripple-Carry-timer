## ./design.v

```verilog
module counton6(
input inpulse,
input rst,
output [3:0]cnt,
output reg outpulse
    );
reg [3:0]count_q, count_d;
assign cnt=count_q;
always @(count_q) begin
if (count_q == 4'd5) begin count_d=4'd0; outpulse=1'b0; end
else begin count_d=count_q + 1'b1; outpulse=1'b1; end 
end
always @(posedge inpulse) begin
	if (rst) count_q<=4'b0;
	else	count_q<=count_d;
end
endmodule
```

## ./run.sh

```bash
#!/bin/bash
# OpenROAD 26Q1-2900-gdf79404cd8, Yosys 0.63+post, stock flow scripts
make -C /OpenROAD-flow-scripts/flow DESIGN_CONFIG=/design/flow/config.mk WORK_HOME=/design/flow/orfs finish
```

## ./config.mk

```make
export PLATFORM = sky130hd
export DESIGN_NAME = counton6
export DESIGN_NICKNAME = counton6
export VERILOG_FILES = /design/flow/design.v
export SDC_FILE = /design/flow/constraint.sdc
export NUM_CORES = 4
export LEC_CHECK = 1
export CORE_AREA = 10 10 70 70
export DIE_AREA = 0 0 80 80
```

## ./constraint.sdc

```tcl
current_design counton6

set clk_period 1.6
set clk_io_pct 0.2

create_clock -name clk0 -period $clk_period [get_ports {inpulse}]

set non_clock_inputs [all_inputs -no_clocks]
set_input_delay [expr $clk_period * $clk_io_pct] -clock clk0 $non_clock_inputs
set_output_delay [expr $clk_period * $clk_io_pct] -clock clk0 [all_outputs]
```

==> tab_implementation.tex <==
% Auto-generated results table
\begin{tabular}{lr}
\hline
Metric & Value \\
\hline
\multicolumn{2}{l}{\textbf{Clock tree}} \\
\quad Htree depth & 1 \\
\quad Post-CTS Hold Fix Bufs & 0 \\
\quad Number of CTS-inserted buffers & 3 \\
\quad Clk Tree Root Cell & sky130\_fd\_sc\_hd\_\_clkbuf\_4 \\
\quad Clock Sink Count & 4 \\
\quad Clock-pin slew reported for the worst setup and hold paths after clock tree synthesis & 30 ps \\
\quad CTS tree & built \\
\quad Worst skew pair latency & 240 ps \\
\quad Largest buffer count on any clock path & 2 \\
\multicolumn{2}{l}{\textbf{Yosys}} \\
\quad YS warnings & 1 \\
\quad Gate count of the mapped netlist & 19 \\
\quad Chip Area, Yosys & 178 µm² \\
\quad Register bit total from synthesis & 4 \\
\quad Sequential-to-total area share from yosys stat & 45.1\% \\
\quad Yosys stat cell total & 19 \\
\quad Avg Inst Size Synth & 9.35 µm² \\
\quad Tally of unique sky130hd cells used after synthesis & 9 \\
\quad Netlist area before placement & 178 µm² \\
\multicolumn{2}{l}{\textbf{Power}} \\
\quad Cell internal power dissipation & 220 µW \\
\quad Overall power after layout & 285 µW \\
\quad Switching portion of total power & 22.7\% \\
\quad Leak & 0.000119 µW \\
\quad Switching pwr & 64.6 µW \\
\quad Worst voltage drop across the vdd grid & 0.169 mV \\
\quad Clock share of power & 43.4\% \\
\quad Comb pwr share & 16.2\% \\
\quad Power Density & 840 mW/mm² \\
\quad Part of the total power dissipated in sequential elements & 40.5\% \\
\multicolumn{2}{l}{\textbf{Routing}} \\
\quad Mean number of vias per cell & 2.19 \\
\quad Number of design rule violations left after detail routing & 0 \\
\quad Average detailed-routed wire length per instance & 7.09 µm \\
\quad Antenna diodes & 0 \\
\quad Routed Antenna Nets & 0 \\
\quad Count of vias placed by the detailed router & 164 \\
\quad TritonRoute pass-1 iters & 2 \\
\quad Final WL & 532 µm \\
\quad Drt first-iter violations & 13 \\
\multicolumn{2}{l}{\textbf{Min path}} \\
\quad Type of the most critical hold path & flop to flop \\
\quad Worst hold endpoint & count\_q[0]\$\_SDFF\_PP0\_ \\
\quad Worst hold start & count\_q[0]\$\_SDFF\_PP0\_ \\
\quad Hold Crit Depth & 1 \\
\multicolumn{2}{l}{\textbf{Global routing}} \\
\quad Overall fraction of global-route tracks in use & 1.78\% \\
\quad Residual overflow from global routing & 0 \\
\quad Pin count of the biggest net entering global routing & 6 \\
\quad Vias in the first global route & 188 \\
\quad Global-route wire length before repair & 828 µm \\
\quad Initial antenna violation count & 0 \\
\multicolumn{2}{l}{\textbf{STA}} \\
\quad Final cycle utilization of the critical path & 90.6\% \\
\quad Number of max-slew violations in the final report & 0 \\
\quad Setup repair after global routing missed its margin & false \\
\quad Final-layout setup total negative slack & 0 ps \\
\quad Final worst-path setup slack & 151 ps \\
\quad Setup skew after layout & 6.58 ps \\
\quad Transition time of the tightest slew-check pin & 124 ps \\
\quad Relative slew slack & 91.5\% \\
\quad Worst hold slack & 486 ps \\
\quad Final setup violation count & 0 \\
\quad Highest clock rate & 0.690 GHz \\
\quad Final hold violations & 0 \\
\quad Crit path time final & 1450 ps \\
\multicolumn{2}{l}{\textbf{Critical path}} \\
\quad Worst Path Arrival & 1130 ps \\
\quad Critical path, cell by cell & buf\_4 -> clkdlybuf4s50\_1 \\
\quad RR Startpoint & count\_q[1]\$\_SDFF\_PP0\_ \\
\quad Worst EP required & 1280 ps \\
\quad Capture point of the worst reg-to-reg path & count\_q[2]\$\_SDFF\_PP0\_ \\
\quad Reg2reg setup slack & 610 ps \\
\quad Cell with the largest stage delay on the worst path & sky130\_fd\_sc\_hd\_\_clkdlybuf4s50\_1 \\
\quad Critical Path Sink Type & output port \\
\quad Worst setup path category & flop to output port \\
\quad Critical path's largest stage delay & 460 ps \\
\quad Cell family with the largest share of critical-path delay & buffers and inverters \\
\quad Element type at the critical path start & flop \\
\quad Critical Path Fanout Max & 3 \\
\quad Logic depth of the worst register-to-register path & 4 \\
\quad Number of buffers and inverters on the critical path & 2 \\
\multicolumn{2}{l}{\textbf{Floorplan}} \\
\quad I/O pin count & 7 \\
\quad Die Size & 0.00640 mm² \\
\quad Row count & 21 \\
\quad Initial standard-cell utilization of the core & 5.20\% \\
\quad Width of the die & 80 µm \\
\quad Vertical die dimension & 80 µm \\
\quad Core area & 0.00342 mm² \\
\multicolumn{2}{l}{\textbf{Cells and area}} \\
\quad Reg area & 82.6 µm² \\
\quad Register name with the most flops & count\_q \\
\quad Largest registers in the final layout & count\_q x4 \\
\quad Area of all placed cells without fillers & 339 µm² \\
\quad Flip-flop count of the largest register after layout & 4 \\
\quad Layout overhead on the synthesized area & 90.8\% \\
\quad Fraction of final layout cells with drive strength greater than 1 & 24.1\% \\
\quad Combinational Area & 106 µm² \\
\quad Number of fillers in the final layout & 408 \\
\multicolumn{2}{l}{\textbf{Placement}} \\
\quad Port buffer count & 6 \\
\quad Global placer's final weighted congestion & 0.679 \\
\quad Post-DP Area & 295 µm² \\
\quad Worst slack, placed & 34.3 ps \\
\multicolumn{2}{l}{\textbf{Run status}} \\
\quad Run status & complete, no violations \\
\multicolumn{2}{l}{\textbf{Run}} \\
\quad Tally of OpenROAD warnings & 26 \\
\quad Max capacitance violation total & 0 \\
\hline
\end{tabular}
## layer usage
metal  global-route usage, %  part of all wire (%)  up-vias  routed length [µm]
li1                        -                     -       83                   -
met1                    1.73                    42       71                 222
met2                    1.85                    26       10                 139
met3                    2.95                    32        0                 170
met4                   0.352                     0        0                   0
met5                       0                     0        -                   0
## layout make-up
class / instances / area share [%]
inverters: 1 / 1.11
flip-flops and latches: 4 / 24.4
well taps: 46 / 17.0
repair buffers: 7 / 19.6
multi-input cells: 14 / 31.4
clock buffers: 3 / 6.64
## worst reg2reg max path, stage by stage, from the launching register on
cell and delay, ps:
sky130_fd_sc_hd__dfxtp_2 310, sky130_fd_sc_hd__buf_4 140, sky130_fd_sc_hd__ha_1 200, sky130_fd_sc_hd__nand3b_1 160, sky130_fd_sc_hd__a21oi_1 120
## through the flow
step                      util (%)  cells
after global placement        8.64     71
final                         9.93     75
after floorplan                  -     19
after global routing          9.93     75
after detailed placement      8.64     71
after CTS                     9.93     75
## power groups by stage
stage | Combinational [µW] | Clock [µW] | Sequential (µW)
finish | 46.0 | 124 | 115
CTS | 46.3 | 129 | 115
global route | 51.9 | 138 | 117
## kinds of logic after synthesis
logic type	count (synthesis)	share of synthesized area [%]
simple gates	10	30.3
flops	4	45.1
fa+ha+maj	2	14.1
compound gates	1	2.81
buf+inv	1	2.11
mux	1	5.63
## worst max-delay path by stage
stage	slack, ps	end	cells after the start	start
finish	150	cnt[1]	2	count_q[1]$_SDFF_PP0_
CTS	140	cnt[0]	1	count_q[0]$_SDFF_PP0_
global route	80	outpulse	3	count_q[0]$_SDFF_PP0_
## synthesized netlist by cell type
library cell / count / area [µm²]
sky130_fd_sc_hd__dfxtp_1: 4 / 80.1
sky130_fd_sc_hd__a21oi_1: 1 / 5.00
sky130_fd_sc_hd__ha_1: 2 / 25.0
sky130_fd_sc_hd__nand2b_1: 3 / 18.8
sky130_fd_sc_hd__nand3b_1: 2 / 15.0
sky130_fd_sc_hd__mux2i_1: 1 / 10.0
sky130_fd_sc_hd__inv_1: 1 / 3.75
sky130_fd_sc_hd__nor2_1: 4 / 15.0
sky130_fd_sc_hd__nand3_1: 1 / 5.00
## placed cells by master (no fill, tap or decap)
master,synthesis,routed
sky130_fd_sc_hd__nor2_1,4,4
sky130_fd_sc_hd__dfxtp_2,0,2
sky130_fd_sc_hd__buf_4,0,1
sky130_fd_sc_hd__mux2i_1,1,1
sky130_fd_sc_hd__inv_1,1,1
sky130_fd_sc_hd__a21oi_1,1,1
sky130_fd_sc_hd__clkbuf_4,0,3
sky130_fd_sc_hd__dfxtp_1,4,2
sky130_fd_sc_hd__nand3_1,1,1
sky130_fd_sc_hd__nand2b_1,3,3
sky130_fd_sc_hd__nand3b_1,2,2
sky130_fd_sc_hd__dlygate4sd2_1,0,1
sky130_fd_sc_hd__ha_4,0,1
sky130_fd_sc_hd__clkdlybuf4s50_1,0,5
sky130_fd_sc_hd__ha_1,2,1
## repair_timing
action / 4_1_cts / 5_1_grt
setup buffers: 1 / 0
gates resized: 5 / 0
setup endpoints to repair: 1 / 0
No activity file was given, so power comes from the tool's default toggle rates.
